File: flow/config.mk
export PLATFORM = sky130hd
export DESIGN_NAME = sar_logic
export DESIGN_NICKNAME = sar_logic
export VERILOG_FILES = /design/flow/design.v
export SDC_FILE = /design/flow/constraint.sdc
export NUM_CORES = 4
export LEC_CHECK = 1
export CORE_AREA = 10 10 88 88
export DIE_AREA = 0 0 98 98
File: flow/design.v
module sar_logic(rest,clk,comp,count,dout,q,ena);
input rest,clk,comp,ena;
output[5:0] q,dout;
output[2:0] count;
reg [5:0] q;
reg [5:0] dout;
reg [2:0] count;
parameter c0=3'b000,c1=3'b001,c2=3'b010,c3=3'b011,c4=3'b100,c5=3'b101,c6=3'b110;
always@(posedge clk)
	if(rest)
		begin
		dout<=6'b000000;
		count<=3'b000;
		end
	else
	case(count)
		c0:
			begin
			count=3'b000;
			dout=6'b100000;
			if(ena)
				begin
					count<=count+1;
				end
			else
				begin
					dout=dout;
					count=c0;
				end
			q=dout;
			end
		c1:
			begin
			dout[5]<=comp;
			dout[4]<=1;
			dout[3]<=0;
			dout[2]<=0;
			dout[1]<=0;
			dout[0]<=0;
			count<=c2;
			end
		c2:
			begin
			dout[5]<=dout[5];
			dout[4]<=comp;
			dout[3]<=1;
			dout[2]<=0;
			dout[1]<=0;
			dout[0]<=0;
			count<=c3;
			end
		c3:
			begin
			dout[5]<=dout[5];
			dout[4]<=dout[4];
			dout[3]<=comp;
			dout[2]<=1;
			dout[1]<=0;
			dout[0]<=0;
			count<=c4;
			end
		c4:
			begin
			dout[5]<=dout[5];
			dout[4]<=dout[4];
			dout[3]<=dout[3];
			dout[2]<=comp;
			dout[1]<=1;
			dout[0]<=0;
			count<=c5;
			end
		c5:
			begin
			dout[5]<=dout[5];
			dout[4]<=dout[4];
			dout[3]<=dout[3];
			dout[2]<=dout[2];
			dout[1]<=comp;
			dout[0]<=1;
			count<=c6;
			end
		c6:
			begin
			dout[5]<=dout[5];
			dout[4]<=dout[4];
			dout[3]<=dout[3];
			dout[2]<=dout[2];
			dout[1]<=dout[1];
			dout[0]<=comp;
			count<=count+1;
			end
		default:
			begin
			count<=3'b0;
			q<=dout;
			end
	endcase
endmodule
File: flow/constraint.sdc
current_design sar_logic

set clk_period 3.2
set clk_io_pct 0.2

create_clock -name clk0 -period $clk_period [get_ports {clk}]

set non_clock_inputs [all_inputs -no_clocks]
set_input_delay [expr $clk_period * $clk_io_pct] -clock clk0 $non_clock_inputs
set_output_delay [expr $clk_period * $clk_io_pct] -clock clk0 [all_outputs]
File: flow/run.sh
#!/bin/bash
# OpenROAD 26Q1-2900-gdf79404cd8, Yosys 0.63+post, stock flow scripts
make -C /OpenROAD-flow-scripts/flow DESIGN_CONFIG=/design/flow/config.mk WORK_HOME=/design/flow/orfs finish
==> results.cfg <==
; flow metrics
[critical_path]
crit_type = register to output port
path_cells = clkdlybuf4s50_1
cp_data_required_time_ns = 2.56
critPathArrivalTime_ns = 1.50
crit_buf_inv = 1
cp_top_family = flip-flops
slowest_stage = dfxtp_1
cp-end-kind = output port
slowest_delay_ns = 0.66
critPathMaxFanout = 17
start_kind = register

[logic_synthesis]
ys_types = 30
syn_inst = 73
yosys_cells = 73
yosys_most_used_dff = dfxtp_1
ys_warn_count = 1
ys.flops = 15
synth_top_area_share = 0.238
enable_flop_cells = 6
synth.largest_area_cell = dfxtp_1
avgSynthCellArea_um2 = 10.4
yosys_area_um2 = 758
ys_top_cells_by_area = dfxtp_1 24%, edfxtp_1 24%, ha_1 8.3%, nor2_1 4.5%, a21oi_1 4.0%
ys_seq_frac = 0.475
common_cells = 9 x dfxtp_1, 9 x nor2_1, 6 x a21oi_1, 6 x edfxtp_1
synthArstFlopShare = 0
syn_area_um2 = 758

[min_path]
min_path_type = register to register

[sta]
finalSetupViolCount = 0
fmax_mhz = 468
finalClockSkew_ns = 0.00299
finalCritPeriodShare = 0.668
rsz0062_at_grt = no
layout_min_cycle_time_ns = 2.14
max_slew_margin = 0.639
slew_viol_final = 0
setup-tns-final_ns = 0
hold_violations = 0
tightest_slew_ns = 0.541

[job]
max-cap-violations = 0
warnings = 28

[route]
finalWirelength_mm = 1.84
antenna_cells = 0
wl_per_cell_um = 11.0
post_drt_via_cell_ratio = 3.42
first_pass_iters = 4
first_iter_violations = 50
drc = 0
dr_total_vias = 575
ant_nets = 0

[finish]
drive_gt1_frac = 0.0968
final_cells = 168
fillers = 636
area_growth_pct = 40.3

[clock_network]
cts_max_level = 1
cts_made_buffers = 3
cts.sinks = 15
clockBufferDepth = 2
holdBufCountCts = 0
clock-root-buffer = clkbuf_8
worstSkewPairLatency_ns = 0.24
tritoncts = done
post_cts_resized = 0
clkTransAtPathRegs_ns = 0.06
cts_setup_buffers = 0

[die]
chipArea_um2 = 9600
core_area_um2 = 5920
die_h_um = 98
fp_util = 0.128
num_io_pins = 19
die_w_um = 98
row_count = 28

[grt]
antenna_found_initial = 0
grt_max_degree = 18
grt_pass1_wl_mm = 3.04
first_global_vias = 563
grt_usage = 0.0376
grt-ovfl-total = 0

[outcome]
status = finished, final reports clean

[placement]
dp.cells = 164
dp_hpwl_mm = 1.42
io_buffers = 18
gp_congestion = 0.839

[power_and_ir_drop]
p_leak_nw = 0.382
power_w = 0.000603
powerDensity_nw_per_um2 = 567
ir_drop_mv = 0.352
-- registers in the layout, summed over array words and instances (netlist names) --
| register | cells |
|---|---|
| q | 6 |
| count | 3 |
| dout | 6 |
-- report_power, final --
part	internal, W	total [W]	switching, W
Combinational	0.000106	0.000193	0.0000877
Clock	0.0000861	0.000151	0.0000650
Sequential	0.000234	0.000259	0.0000246
-- cell type report --
type / instances / area [um^2] / area share
Tap cell: 75 / 93.8 / 0.0882
Timing Repair Buffer: 19 / 188 / 0.176
Clock buffer: 3 / 41.3 / 0.0388
Multi-Input combinational cell: 50 / 357 / 0.335
Clock inverter: 1 / 5.00 / 0.00471
Inverter: 5 / 18.8 / 0.0176
Sequential cell: 15 / 360 / 0.339
-- stage by stage --
stage	area, um^2	hold WS (ns)	setup slack, ns	utilization
global placement	1020	0.492	1.13	0.172
detailed placement	1020	0.501	1.10	0.172
floorplan	758	0.432	1.21	-
finish	1060	0.508	1.06	0.180
global route	1060	0.551	0.975	0.180
CTS	1060	0.505	1.08	0.180
-- logic make-up (layout without fill, tap and decap cells) --
group	after synthesis	count (layout)	synth area share
buf+inv	8	28	0.0545
simple gates	23	23	0.160
fa+ha+maj	5	5	0.0825
compound gates	21	21	0.208
flops	15	15	0.475
mux	1	1	0.0198
-- placed cells by master, fill, tap and decap left out, types with 2 or more instances in the layout --
cell type	count
edfxtp_1	6
inv_1	5
a21o_1	2
clkbuf_8	3
dfxtp_1	9
nor2b_1	3
nor2_1	9
nand2b_1	2
clkdlybuf4s50_1	18
a21oi_1	6
ha_1	5
and2_1	4
o21ai_0	3
-- routing by layer --
layer	global-route usage	part of all wire	wire [um]	up-vias
li1	-	-	-	303
met1	0.0615	0.57	1040	248
met2	0.0447	0.36	654	24
met3	0.0164	0.079	145	0
met4	0.00112	0	0	0
met5	0	0	0	-
-- final timing paths --
kind,from,to,slack (ns),depth (start not counted)
hold reg to reg,dout[5],dout[5],0.51,1
hold / removal,dout[5],dout[5],0.51,1
setup / recovery,count[2],count[2],1.06,1
setup reg to reg,count[2],q[2],1.19,4
-- worst reg2reg max path: cells and delay by family, from the launching register on --
family	cells	cell delay (ns)
simple gates	1	0.31
fa+ha+maj	1	0.33
flops	1	0.66
buf+inv	2	0.43
