**./config.mk**
```make
export PLATFORM = sky130hd
export DESIGN_NAME = adder_8_structure
export DESIGN_NICKNAME = adder_8_structure
export VERILOG_FILES = /design/flow/design.v
export SDC_FILE = /design/flow/constraint.sdc
export NUM_CORES = 4
export LEC_CHECK = 1
export CORE_AREA = 10 10 70 70
export DIE_AREA = 0 0 80 80
```
**./constraint.sdc**
```tcl
current_design adder_8_structure

set clk_period 3.6
set clk_io_pct 0.2

create_clock -name clk0 -period $clk_period

set non_clock_inputs [all_inputs -no_clocks]
set_input_delay [expr $clk_period * $clk_io_pct] -clock clk0 $non_clock_inputs
set_output_delay [expr $clk_period * $clk_io_pct] -clock clk0 [all_outputs]
```
**./design.v**
```verilog
module adder_1_structure(a,b,cin,sum,out);
  input a,b,cin;
  output sum,out;
  wire s1,t1,t2,t3;
  xor x1(s1,a,b),
      x2(sum,s1,cin);
  and a1(t3,a,b),
      a2(t1,a,cin),
      a3(t2,b,cin);
  or o1(out,t1,t2,t3);
endmodule
module adder_2_structure(a,b,cin,sum,out);
  input [1:0]a,b;
  input cin;
  output [1:0]sum;
  output out;
  wire w;
  adder_1_structure m1(.a(a[0]),.b(b[0]),.cin(cin),.sum(sum[0]),.out(w));
  adder_1_structure m2(.a(a[1]),.b(b[1]),.cin(w),.sum(sum[1]),.out(out));
 endmodule
module adder_8_structure(a,b,cin,sum,out);
  input [7:0]a,b;
  input cin;
  output [7:0]sum;
  output out;
  wire temp1,temp2,temp3,temp4;
  adder_2_structure m1(.a(a[1:0]),.b(b[1:0]),.cin(cin),.sum(sum[1:0]),.out(temp1));
  adder_2_structure m2(.a(a[3:2]),.b(b[3:2]),.cin(temp1),.sum(sum[3:2]),.out(temp2));
  adder_2_structure m3(.a(a[5:4]),.b(b[5:4]),.cin(temp2),.sum(sum[5:4]),.out(temp3));
  adder_2_structure m4(.a(a[7:6]),.b(b[7:6]),.cin(temp3),.sum(sum[7:6]),.out(out));
 endmodule
```
**./run.sh**
```bash
#!/bin/bash
# OpenROAD 26Q1-2900-gdf79404cd8, Yosys 0.63+post, stock flow scripts
make -C /OpenROAD-flow-scripts/flow DESIGN_CONFIG=/design/flow/config.mk WORK_HOME=/design/flow/orfs finish
```
==> run_results.csv <==
group,metric,value,unit
synthesis,yosysCellCount,26,
outcome,failed_checks,"negative setup slack",
drt,drt_pass1_iterations,2,
outcome,status,"complete, but fails checks",
drt,drc,0,
clocking,cts_setup_buffers,0,
layout,seq_cell_count,0,
timing,drv_slew,0,
synthesis,ys_area,258,um2
setup_path,arrival,3.77,ns
die,coreArea,3420,um2
setup_path,crit_family,"adder cells",
setup_path,cp_slowest_cell,"fa_2",
drt,vias,210,
job,warnings,35,
die,io_pins,26,
global_route,grt_max_degree,2,
synthesis,yosys_warnings,0,
timing,fin_hold_ws,2.19,ns
synthesis,mappedNetlistArea,258,um2
synthesis,top_cells_by_area,"fa_1 62%, buf_4 23%, inv_1 15%",
global_route,grt_pass1_wl,1140,um
global_route,antenna_found_initial,0,
power,p_sw_frac,0.323,
timing,final_hold_viol_count,0,
die,fp.dieW,80,um
setup_path,worst-path-buf-inv,6,
setup_path,required,2.88,ns
setup_path,critPathMostFrequentCell,"fa_2",
drt,detail-route-antenna-nets,0,
timing,rsz0062_at_grt,"yes",
power,p_switching,0.0234,mW
setup_path,start_kind,"input port",
die,fp-row-count,21,
die,fp_util,0.0755,
die,die_y,80,um
synthesis,synth_seq_share,0,
drt,wl,768,um
setup_path,slowest_delay,0.42,ns
timing,max_slew_margin,0.923,
layout,nClkBuffers,0,
timing,tightest_slew,0.116,ns
placement,dp_slack,-1.78,ns
drt,viasPerCell,2.33,
drt,antenna_cells,0,
global_route,grt_usage,0.0224,
layout,drive_gt1_frac,0.523,
timing,finalCritPeriodShare,1.25,
worst_hold_path,min_path_type,"input port to primary output",
synthesis,synth.distinct_cells,3,
synthesis,syn_area_per_cell,9.91,um2
power,power_leakage,0.213,nW
power,pwr-share-seq,0,
drt,avgRoutedWirePerCell,8.53,um
global_route,grt_pass1_vias,242,
timing,fmax,223,MHz
synthesis,top_area_cell,"fa_1",
placement,gp_congestion,0.825,
placement,dp_hpwl,784,um
setup_path,path_class,"input port to primary output",
layout,register_area,0,um2
power,power.density,135,nW/um2
placement,port_buffers,26,
power,comb_power_share,1.000,
timing,postLayoutSetupSlackWorst,-0.892,ns
setup_path,cp_max_fo,1,
job,drv_cap,0,
layout,area_growth,108,%
timing,setup_viol,4,
global_route,grt_overflow_total,0,
synthesis,yosysTopAreaCellShare,0.621,
timing,min_period,4.49,ns
die,die_area,6400,um2
timing,fin_setup_tns,-2.28,ns
setup_path,end_kind,"primary output",
drt,drtIter0Drc,1,
synthesis,yosysMostFrequentCell,"inv_1",
synthesis,syn_inst,26,
power,p_int,0.0490,mW
power,irDropWorstVdd,0.0466,mV
setup_path,crit_chain,"buf_8, inv_12, fa_2, inv_2, fa_2, fa_2, fa_2, fa_2, fa_2, fa_2, inv_2, fa_2, inv_2, buf_2",
power,clkPwrFrac,0,
synthesis,top_cells_by_count,"10 x inv_1, 8 x buf_4, 8 x fa_1",
## cell usage in the layout (no fill, tap or decap)
master           instances
fa_2                     8
buf_6                    2
inv_2                    4
inv_12                   1
inv_4                    1
buf_8                    1
inv_1                    3
dlygate4sd2_1            2
clkinv_4                 1
buf_2                    5
clkdlybuf4s50_1         16
## repair_timing
action                                  CTS  global route
endpoints found under the setup margin    7             4
pin swaps                                 8             8
hold buffers                              0             0
gates resized                            37             4
## worst min-delay path: cells and delay by family
| family | cells | cell delay, ns |
|---|---|---|
| buffers and inverters | 4 | 0.58 |
| adder cells (fa/ha/maj) | 1 | 0.18 |
## cell families (layout without fill, tap and decap cells)
family / count (synthesis) / in the layout / synth area share
adder cells (fa/ha/maj): 8 / 8 / 0.621
buffers and inverters: 18 / 36 / 0.379
## per-stage QoR
stage                     cells  power (mW)   util  area, um2
after floorplan              26      0.0430      -        297
after global placement       90      0.0835  0.161        551
after detailed placement     90      0.0842  0.161        551
after CTS                    90      0.0745  0.156        533
after global routing         90      0.0838  0.157        536
final                        90      0.0723  0.157        536
## worst paths after layout
kind	start	to	slack [ns]	cells past startpoint
worst max-delay path	a[0]	sum[7]	-0.89	14
worst min-delay path	cin	sum[0]	2.19	5
## power groups by stage
stage | Combinational (mW) | Clock (mW) | Sequential (mW)
CTS | 0.0745 | 0 | 0
global route | 0.0838 | 0 | 0
finish | 0.0723 | 0 | 0
## cell type report
cell class	instances	area (um2)
inverter	10	57.6
fill	387	2880
timing repair buffer	26	240
tap	46	57.6
multi-input combinational	8	180
## metal layers
layer | GRT usage | vias up | share of wire
met5 | 0 | - | 0
li1 | - | 96 | -
met2 | 0.0289 | 24 | 0.29
met3 | 0.0170 | 0 | 0.23
met4 | 0 | 0 | 0
met1 | 0.0306 | 90 | 0.48
Power and IR drop assume default switching activity.
