==> /design/flow/design.v <==
module left_1_bit(din,clk,clr,dout);
	input din,clk,clr;
	output [7:0]dout;
	reg [7:0]dout;
	always @ (posedge clk)
		begin
			if (clr)
				dout<=8'b0;
			else 
				begin
					dout<=dout<<1;
					dout[0]<=din;
				end
		end
	endmodule
==> /design/flow/run.sh <==
#!/bin/bash
# OpenROAD 26Q1-2900-gdf79404cd8, Yosys 0.63+post, stock flow scripts
make -C /OpenROAD-flow-scripts/flow DESIGN_CONFIG=/design/flow/config.mk WORK_HOME=/design/flow/orfs finish
==> /design/flow/config.mk <==
export PLATFORM = sky130hd
export DESIGN_NAME = left_1_bit
export DESIGN_NICKNAME = left_1_bit
export VERILOG_FILES = /design/flow/design.v
export SDC_FILE = /design/flow/constraint.sdc
export NUM_CORES = 4
export LEC_CHECK = 1
export CORE_AREA = 10 10 70 70
export DIE_AREA = 0 0 80 80
==> /design/flow/constraint.sdc <==
current_design left_1_bit

set clk_period 1.0
set clk_io_pct 0.2

create_clock -name clk0 -period $clk_period [get_ports {clk}]

set non_clock_inputs [all_inputs -no_clocks]
set_input_delay [expr $clk_period * $clk_io_pct] -clock clk0 $non_clock_inputs
set_output_delay [expr $clk_period * $clk_io_pct] -clock clk0 [all_outputs]
==> out/results.md <==
| Stage | Result | Reported |
|:---|:---|:---|
| outcome | Result of the run | finished, final reports clean |
| worst setup path | Startpoint of the worst setup timing path | dout[3] |
| yosys | Dominant cell area share | 76.2% |
| pwr | Final Total Pwr | 0.597 mW |
| yosys | Post-synth design cell area | 210 um^2 |
| yosys | Proportion of synthesized chip area in sequential cells | 76.2% |
| cts | Post-cts hold buffer count | 0 |
| cts | Root buf cell | clkbuf_4 |
| drt | Average via count per standard cell | 2.11 |
| die | Number of placed I/O pins | 11 |
| sta | Slew Viols, Final | 0 |
| global routing | First-pass GRT wire length | 876 um |
| global routing | Overall global routing resource usage | 1.88% |
| cts | TritonCTS clock tree | built |
| worst setup path | Worst EP required | 0.80 ns |
| sta | Clock skew | 0.0113 ns |
| yosys | Main kind of combinational logic by area | simple AND/OR/NAND/NOR gates |
| yosys | Biggest area consumer among synthesized cells | dfxtp_1 |
| cts | Source-to-sink clock delay at the later pin of the worst-skew pair | 0.25 ns |
| global routing | Total grt overflow | 0 |
| hold path | Kind of path behind the tightest hold check | reg2reg |
| run | Number of OpenROAD warnings | 25 |
| sta | Maximum operating frequency | 1050 MHz |
| yosys | Basic Gates by Area | 23.8% |
| yosys | Post-synthesis average cell area | 13.1 um^2 |
| die | Starting utilization of the core area | 6.15% |
| global routing | Number of global-route vias before repair | 166 |
| drt | Total via count after detailed routing | 158 |
| yosys | Post-synthesis register bit count | 8 |
| worst setup path | Worst path cell trace | clkdlybuf4s15_1 |
| die | Core outline area | 3420 um^2 |
| worst setup path | Source of the worst register-to-register timing path | dout[3] |
| drt | Count of nets left with antenna violations after detail routing | 0 |
| yosys | Number of unique standard cell types used by synthesis | 2 |
| yosys | Cell types with the largest area share after synthesis | dfxtp_1 (76%), nor2b_1 (24%) |
| drt | N_diodes | 0 |
| worst setup path | CP Max Fanout | 2 |
| yosys | Adder and majority gate portion of the synthesized area | 0% |
| worst setup path | Count of buffering cells on the critical path with inverters included | 1 |
| yosys | Cell count listed in synth_stat.txt | 16 |
| cts | Number of buffers inserted during clock tree synthesis | 3 |
| finish | Proportion of layout cells with a drive suffix above 1 | 34.5% |
| worst setup path | Path type of the worst setup path | reg2out |
| finish | Number of flip-flops under the largest register name | 8 |
| sta | Final hold violations | 0 |
| sta | Clock period minus final worst setup slack | 0.954 ns |
| drt | Routed wire length per instance | 7.04 um |
| die | DIE HEIGHT | 80 um |
| cts | Clock transition at the registers of the reported paths | 0.06 ns |
| die | Area of the die | 6400 um^2 |
| sta | Max-slew headroom at the worst pin | 79.7% |
| pwr | Ratio of total power to cell area | 1490 nW/um^2 |
| die | Cell row count | 21 |
| drt | Total Wirelength | 528 um |
| hold path | Worst Hold Launch | dout[2] |
| sta | Unrepaired setup endpoints after global routing | no |
| drt | Number of iterations in the first detailed-routing pass | 1 |
| sta | Actual transition at the worst max-transition pin | 0.304 ns |
| worst setup path | Worst path top cell family by delay | flip-flops |
| drt | Drc violations | 0 |
| cts | Clock sink count | 8 |
| drt | Number of design-rule violations left by the first detailed-router iteration | 0 |
| worst setup path | Crit path largest cell delay | 0.32 ns |
| run | Count of maximum capacitance violations | 0 |
| sta | Final hold slack | 0.463 ns |
| finish | Registers with the highest flip-flop counts | dout: 8 flops |
| cts | H-tree Lvls | 1 |
| yosys | Number of instances in the synthesized netlist | 16 |
| die | Width of the die | 80 um |
| worst setup path | Kind of start point of the critical path | flip-flop |
| cts | Post-CTS Setup Repair Bufs | 0 |
| placement | Number of buffers added on ports | 10 |
| global routing | Initial antenna violation count | 0 |
| cts | Maximum buffer depth of the clock tree | 2 |
| pwr | Maximum VDD drop | 0.427 mV |
| worst setup path | CP max-delay cell | dfxtp_2 |
| yosys | Area of the synthesized netlist per yosys stat | 210 um^2 |
| finish | Largest register by flop count | dout |
| global routing | Maximum number of pins on one net before global-route repair | 9 |
| sta | Number of setup violations in the final report | 0 |
| yosys | Fraction of the mapped netlist area in compound gates | 0% |
| worst setup path | Capturing element type of the critical path | output pin |
| yosys | XOR/XNOR Fraction of Synth Area | 0% |
| finish | Area overhead of the layout relative to synthesis | 89.9% |
| worst setup path | WP data arrival | 0.75 ns |
| pwr | Static leakage | 0.144 nW |
| placement | Weighted congestion reported at the end of routability-driven placement | 0.731 |
| yosys | Warnings, synthesis | 1 |
| sta | Setup TNS | 0 ns |
| sta | Ratio of final minimum period to clock period | 95.4% |
| yosys | Multiplexer share of the synthesized area | 0% |
## metrics by stage
step / area, um^2 / util [%] / setup WS, ns / std cells
final: 399 / 11.7 / 0.0461 / 75
after CTS: 394 / 11.5 / 0.00199 / 75
after floorplan: 210 / - / 0.510 / 16
after detailed placement: 368 / 10.8 / -0.0695 / 72
after global placement: 368 / 10.8 / -0.0427 / 72
after global routing: 399 / 11.7 / 0.00108 / 75
## final timing paths
path              to  slack [ns]  cells past startpoint
max          dout[3]        0.05                      1
min          dout[3]        0.46                      1
max reg2reg  dout[4]        0.44                      1
min reg2reg  dout[3]        0.46                      1
## cell families after synthesis
group	after synthesis
DFF	8
and+or+nand+nor	8
## cell usage after synthesis
library cell,instances
dfxtp_1,8
nor2b_1,8
## cell usage in the layout, fill, tap and decap left out
cell | netlist | final
clkdlybuf4s50_1 | 0 | 2
dfxtp_1 | 8 | 1
nor2b_1 | 8 | 8
dfxtp_2 | 0 | 7
clkbuf_4 | 0 | 3
clkdlybuf4s15_1 | 0 | 8
## power breakdown
group,internal (mW),total (mW),leakage (nW),switching (mW)
Clock,0.137,0.242,0.0138,0.105
Combinational,0.0172,0.0249,0.0624,0.00768
Sequential,0.327,0.329,0.0681,0.00277
## final cells by class
cell class                      count  area, um^2
Sequential cell                     8         169
Timing Repair Buffer               10         100
Multi-Input combinational cell      8        50.0
Fill cell                         401        3020
Clock buffer                        3        22.5
Tap cell                           46        57.6
## timing repair
action | 4_1_cts | 5_1_grt
resized | 19 | 4
setup endpoints to repair | 8 | 4
endpoints found under the hold margin | 0 | 0
## routing by layer
layer	vias up	wire length [um]	GRT usage, %
li1	78	-	-
met1	66	242	1.88
met2	14	151	2.17
met3	0	134	2.73
met4	0	0	0.352
met5	-	0	0
Power figures rest on the tool's default switching activity, not on a simulated workload.
